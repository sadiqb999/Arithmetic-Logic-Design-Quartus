<file path="flow/design.v">
module ALU(A, B, C, clk, rst, opcode, ZF, CF, SF);
input rst, clk;
input [3:0]A;
input [3:0]B;
input [2:0]opcode;
output reg [4:0]C;
output reg [0:0]ZF;
output reg[0:0]CF;
output reg [0:0]SF;
reg [2:0]and_current_state;
reg [2:0]and_next_state;
reg [2:0]nor_current_state;
reg [2:0]nor_next_state;
reg [2:0]add_current_state;
reg [2:0]add_next_state;
reg [1:0]temp;
parameter and2_S0 = 3'b000, and2_S1 = 3'b001, and2_S2 = 3'b010, and2_S3 = 3'b011, and2_S4 = 3'b100;
parameter nor2_S0 = 3'b000, nor2_S1 = 3'b001, nor2_S2 = 3'b010, nor2_S3 = 3'b011, nor2_S4 = 3'b100;
parameter add2_S0 = 3'b000, add2_S1 = 3'b001, add2_S2 = 3'b010, add2_S3 = 3'b011, add2_S4 = 3'b100;
always @(posedge clk)
	begin
		if (opcode == 3'b001)                           
		begin
			and_current_state = and_next_state;
			case(and_current_state)
				and2_S0: and_next_state = and2_S1;
				and2_S1: and_next_state = and2_S2;
				and2_S2: and_next_state = and2_S3;
				and2_S3: and_next_state = and2_S4;
				and2_S4: and_next_state = and2_S0;
			endcase
		end
		else if (opcode == 3'b011)                           
		begin
			nor_current_state = nor_next_state;
			case(nor_current_state)
				nor2_S0: nor_next_state = nor2_S1;
				nor2_S1: nor_next_state = nor2_S2;
				nor2_S2: nor_next_state = nor2_S3;
				nor2_S3: nor_next_state = nor2_S4;
				nor2_S4: nor_next_state = nor2_S0;
			endcase
		end
		else if (opcode == 3'b010)                           
		begin
			add_current_state = add_next_state;
			case(add_current_state)
				add2_S0: add_next_state = add2_S1;
				add2_S1: add_next_state = add2_S2;
				add2_S2: add_next_state = add2_S3;
				add2_S3: add_next_state = add2_S4;
				add2_S4: add_next_state = add2_S0;
			endcase
		end
	end
always @(*)
	begin
		if(opcode == 3'b001)
			case(and_current_state)
				and2_S1: C[0]= A[0] & B[0];
				and2_S2: C[1]= A[1] & B[1];
				and2_S3: C[2]= A[2] & B[2];
				and2_S4: begin 
						 C[3]= A[3] & B[3];
						 ZF = (C == 5'b00000) ? 1:0;
						 SF = (C[3] == 1) ? 1:0;
						 end
			endcase
		else if(opcode == 3'b011)
			case(nor_current_state)
				nor2_S1: C[0]= ~(A[0] | B[0]);
				nor2_S2: C[1]= ~(A[1] | B[1]);
				nor2_S3: C[2]= ~(A[2] | B[2]);
				nor2_S4: begin
						 C[3]= ~(A[3] | B[3]);
						 ZF = (C == 5'b00000) ? 1:0;
						 SF = (C[3] == 1) ? 1:0;
						 end
			endcase	
		else if(opcode == 3'b010)
			temp[1] = 0;
			case(add_current_state)
				add2_S1: begin
						 temp = A[0] + B[0] + temp[1];
						 C[0] = temp[0];
						 end
				add2_S2: begin
						 temp = A[0] + B[0] + temp[1];
						 temp = A[1] + B[1] + temp[1];
						 C[1] = temp[0];
						 end
				add2_S3: begin
						 temp = A[0] + B[0] + temp[1];
						 temp = A[1] + B[1] + temp[1];
						 temp = A[2] + B[2] + temp[1];
						 C[2] = temp[0];
						 end
				add2_S4: begin
						 temp = A[0] + B[0] + temp[1];
						 temp = A[1] + B[1] + temp[1];
						 temp = A[2] + B[2] + temp[1];
						 temp = A[3] + B[3] + temp[1];
						 C[3] = temp[0];
						 ZF = (C == 5'b00000) ? 1:0;
						 SF = (C[3] == 1) ? 1:0;
						 CF = (temp[1] == 1) ? 1:0;
						 end
			endcase
    end	
endmodule
</file>
<file path="flow/run.sh">
#!/bin/bash
# OpenROAD 26Q1-2900-gdf79404cd8, Yosys 0.63+post, stock flow scripts
make -C /OpenROAD-flow-scripts/flow DESIGN_CONFIG=/design/flow/config.mk WORK_HOME=/design/flow/orfs finish
</file>
<file path="flow/config.mk">
export PLATFORM = sky130hd
export DESIGN_NAME = ALU
export DESIGN_NICKNAME = ALU
export VERILOG_FILES = /design/flow/design.v
export SDC_FILE = /design/flow/constraint.sdc
export NUM_CORES = 4
export LEC_CHECK = 1
export CORE_AREA = 10 10 106 106
export DIE_AREA = 0 0 116 116
</file>
<file path="flow/constraint.sdc">
current_design ALU

set clk_period 2.1
set clk_io_pct 0.2

create_clock -name clk0 -period $clk_period [get_ports {clk}]

set non_clock_inputs [all_inputs -no_clocks]
set_input_delay [expr $clk_period * $clk_io_pct] -clock clk0 $non_clock_inputs
set_output_delay [expr $clk_period * $clk_io_pct] -clock clk0 [all_outputs]
</file>
==> summary.txt <==
run metrics: pre-CTS setup slack 0.291 ns, most frequent cells in the layout edfxtp_1, clkdlybuf4s50_1, nor2_1, Synth area leader edfxtp_1, # DRC 0, Reg clk slew, reported paths 0.06 ns, cell count after synthesis 117, Top cell excl fill/tap edfxtp_1, Setup Total Neg Slack 0 ns, proportion of layout cells with a drive suffix above 1 0.0876, Max Freq 639 MHz, All-Layer GR Usage 0.0394, Final Max Tran Viols 0, Psw 0.160 mW, synthesized area 1310 µm², Final ANT Viol Nets 0, Avg Inst Size Synth 11.2 µm², hpwl dp 2070 µm, routed wire length 2530 µm, vias in the first global route 883, final hold slack 0.528 ns, clock skew 0.00130 ns, Critical Path Source Type input port, #FFs+latches synth 25, CTS tree done, count of library flops with an enable pin 18, clock latency (worst-skew pair) 0.24 ns, # diodes 0, DR vias 887, # resized after CTS 0, power per cell area 463 nW/µm², Critical Path Fanout Max 7, H-tree Lvls 1, Distinct lib cells used 38, Top-Level Pins 21, final worst slack 0.534 ns, post-layout period usage 0.746, Post-synth ARST share 0, crit path DAT 1.50 ns, Syn. warnings 16, # Cells Yosys 117, Core Area 8850 µm², RSZ-0062 raised after global routing false, Primary FF master, synth edfxtp_1, Worst Hold Class reg2reg, Top cells by area edfxtp_1, dlxtn_1, fa_1, first-pass GRT wire length 4310 µm, Starting Density 0.148, 1st-pass router iterations 4, Top cell area share 0.413, Clk pwr share 0.298, post-layout util 0.187, sw frac 0.209, largest net degree at the start of global routing 10, DR vias/cell 3.62, die height 116 µm, Post-CTS Repair Setup Buffers 0, final cell count without fillers 245, worst vdd ir 0.148 mV, GRT overflow 0, PortBufs 17, fin crit period 1.57 ns, final hold viol count 0, Final Setup Violations 0, clk buf depth 2, P&R area growth vs syn 26.2%, placed cell area 1610 µm², drt wl/cell 10.3 µm, register pins left without a clock 7, Die Size 13,500 µm², total power 0.765 mW, Comb power frac 0.147, Setup CP Type in2reg, OpenROAD warnings 26, status finished clean, row cnt 34, Pint 0.605 mW, crit end category register, initial DRC count 48, Design Area, Final 1650 µm², root buf cell clkbuf_8, Fillers 966, Sequential Power Share 0.555, CTS buffer count 3, yosys synthesis chip area 1310 µm², routability cong. 0.784, initial antenna violation count 0, P_leak 0.601 nW, Hold Buf Count CTS 0, Die W 116 µm, endpoints left unconstrained 13, Req. time, crit path 2.03 ns, MaxCap Viol Count 0, dpl cells 242
-- state kept, by name, summed over array words and instances (netlist names) --
register,cells
C,4
add_current_state,3
add_next_state,3
and_current_state,3
and_next_state,3
nor_current_state,3
nor_next_state,3
CF,1
SF,1
temp,1
-- Yosys cell counts (2+ instances only) --
| cell | count |
|---|---|
| nand2_1 | 8 |
| nor2_1 | 15 |
| nor2b_1 | 2 |
| xnor2_1 | 4 |
| inv_1 | 9 |
| dlxtn_1 | 6 |
| and3b_1 | 3 |
| o21ai_0 | 4 |
| and3_1 | 5 |
| nand3b_1 | 4 |
| fa_1 | 4 |
| mux2i_1 | 3 |
| edfxtp_1 | 18 |
| buf_4 | 2 |
| a31oi_1 | 3 |
| nand4_1 | 2 |
| nand3_1 | 4 |
-- layout make-up --
| cell class | instances | area, µm² | area share |
|---|---|---|---|
| flip-flops and latches | 25 | 646 | 0.391 |
| multi-input cells | 82 | 617 | 0.374 |
| repair buffers | 18 | 178 | 0.108 |
| well taps | 108 | 135 | 0.0819 |
| clock buffers | 3 | 41.3 | 0.0250 |
| inverters | 9 | 33.8 | 0.0205 |
-- logic make-up after synthesis --
logic type	Yosys count	synth area share
AND-OR/OR-AND	15	0.0871
XOR/XNOR	4	0.0268
adder cells (fa/ha/maj)	4	0.0612
buffers and inverters	11	0.0373
flip-flops	18	0.413
latches	7	0.0804
multiplexers	4	0.0402
other	1	0.00287
AND/OR/NAND/NOR	53	0.251
-- worst paths after layout --
check                                        from                    to  slack (ns)  cells after the start
worst max-delay path                    opcode[0]     nor_next_state[1]        0.53                      3
worst min-delay path            nor_next_state[1]  nor_current_state[1]        0.53                      0
worst min register to register  nor_next_state[1]  nor_current_state[1]        0.53                      0
worst max register to register  nor_next_state[0]     nor_next_state[1]        0.89                      3
-- power by group through the flow --
| stage | Clock (mW) | Sequential [mW] | Combinational (mW) |
|---|---|---|---|
| CTS | 0.232 | 0.425 | 0.115 |
| global route | 0.245 | 0.427 | 0.128 |
| finish | 0.228 | 0.425 | 0.112 |
-- worst max-delay path: stages --
cell and delay, ns:
clkdlybuf4s50_1 0.64, nand3b_1 0.18, nor2_1 0.26
-- metal layers --
layer / track usage / wire, µm
met1: 0.0543 / 1310
met2: 0.0580 / 1010
met3: 0.0173 / 199
met5: 0 / 0
met4: 0.00500 / 14
Power figures rest on the tool's default switching activity, not on a simulated workload.
